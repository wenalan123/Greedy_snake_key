### design/flow/run.sh
#!/bin/bash
# OpenROAD 26Q1-2900-gdf79404cd8, Yosys 0.63+post, stock flow scripts
make -C /OpenROAD-flow-scripts/flow DESIGN_CONFIG=/design/flow/config.mk WORK_HOME=/design/flow/orfs finish
### design/flow/config.mk
export PLATFORM = sky130hd
export DESIGN_NAME = vga_play
export DESIGN_NICKNAME = vga_play
export VERILOG_FILES = /design/flow/design.v
export SDC_FILE = /design/flow/constraint.sdc
export NUM_CORES = 4
export LEC_CHECK = 1
export CORE_UTILIZATION = 40
### design/flow/constraint.sdc
current_design vga_play

set clk_period 3.7
set clk_io_pct 0.2

create_clock -name clk0 -period $clk_period [get_ports {clk}]

set non_clock_inputs [all_inputs -no_clocks]
set_input_delay [expr $clk_period * $clk_io_pct] -clock clk0 $non_clock_inputs
set_output_delay [expr $clk_period * $clk_io_pct] -clock clk0 [all_outputs]
### design/flow/design.v
module  vga_play(
        input                   clk                     ,
        input                   rst_n                   ,
        input         [ 1: 0]   object                  ,
        input         [ 5: 0]   apple_x                 ,
        input         [ 4: 0]   apple_y                 ,
        output  reg   [ 9: 0]   pixel_x                 ,
        output  reg   [ 9: 0]   pixel_y                 ,
        output  reg   [ 7: 0]   play_vga_r              ,
        output  reg   [ 7: 0]   play_vga_g              ,
        output  reg   [ 7: 0]   play_vga_b              ,
        output  wire            play_hs                 ,
        output  wire            play_vs 
);
parameter   LinePeriod      =       800                         ;
parameter   H_SyncPulse     =       96                          ;
parameter   H_BackPorch     =       48                          ;
parameter   H_ActivePix     =       640                         ;
parameter   H_FrontPorch    =       16                          ;
parameter   Hde_start       =       H_SyncPulse + H_BackPorch   ; 
parameter   Hde_end         =       Hde_start + H_ActivePix     ; 
parameter   FramePeriod     =       525                         ;
parameter   V_SyncPulse     =       2                           ;
parameter   V_BackPorch     =       33                          ;
parameter   V_ActivePix     =       480                         ;
parameter   V_FrontPorch    =       10                          ;
parameter   Vde_start       =       V_SyncPulse + V_BackPorch   ; 
parameter   Vde_end         =       Vde_start + V_ActivePix     ; 
parameter   Red_Wide        =       16                          ;
parameter   NONE            =       2'b00                       ;
parameter   HEAD            =       2'b01                       ;
parameter   BODY            =       2'b10                       ;
reg                             hsync                           ;
reg                             vsync                           ;
reg     [ 9: 0]                 h_cnt                           ;
wire                            add_h_cnt                       ;
wire                            end_h_cnt                       ;
reg     [ 9: 0]                 v_cnt                           ;
wire                            add_v_cnt                       ; 
wire                            end_v_cnt                       ;
wire                            valid_area                      ; 
reg     [ 3: 0]                 snake_x                         ;
reg     [ 3: 0]                 snake_y                         ; 
wire                            wall_area                       ; 
assign  play_hs      =       hsync;
assign  play_vs      =       vsync;
always @(posedge clk or negedge rst_n)begin
    if(!rst_n)begin
        h_cnt <= 0;
    end
    else if(add_h_cnt)begin
        if(end_h_cnt)
            h_cnt <= 0;
        else
            h_cnt <= h_cnt + 1'b1;
    end
end
assign add_h_cnt     =       1'b1;
assign end_h_cnt     =       add_h_cnt && h_cnt== LinePeriod-1;
always @(posedge clk or negedge rst_n)begin 
    if(!rst_n)begin
        v_cnt <= 0;
    end
    else if(add_v_cnt)begin
        if(end_v_cnt)
            v_cnt <= 0;
        else
            v_cnt <= v_cnt + 1'b1;
    end
end
assign add_v_cnt     =       end_h_cnt;
assign end_v_cnt     =       add_v_cnt && v_cnt== FramePeriod-1;
always @(posedge clk or negedge rst_n)begin
    if(!rst_n)begin
        pixel_x <= 0;
        pixel_y <= 0;
    end
    else if(valid_area)begin
            pixel_x <= h_cnt - Hde_start + 2; 
            pixel_y <= v_cnt - Vde_start; 
    end
    else begin
        pixel_x <= 0;
        pixel_y <= 0;
    end
end
always  @(posedge clk or negedge rst_n)begin
    if(rst_n==1'b0)begin
        hsync   <=      1'b0;
    end
    else if(add_h_cnt && h_cnt == H_SyncPulse-1)begin
        hsync   <=      1'b1;
    end
    else if(end_h_cnt)begin
        hsync   <=      1'b0;
    end
end
always  @(posedge clk or negedge rst_n)begin
    if(rst_n==1'b0)begin
        vsync   <=      1'b0;
    end
    else if(add_v_cnt && v_cnt == V_SyncPulse-1)begin
        vsync   <=      1'b1;
    end
    else if(end_v_cnt)begin
        vsync   <=      1'b0;
    end
end
assign  valid_area        =   (h_cnt >= Hde_start - 1 && h_cnt < Hde_end - 1 && v_cnt >= Vde_start && v_cnt < Vde_end); 
assign  wall_area    =   (h_cnt >= Hde_start -1 && h_cnt < Hde_start - 1 + Red_Wide) || (h_cnt >= Hde_end - 1 - Red_Wide && h_cnt < Hde_end - 1) || (v_cnt >= Vde_start && v_cnt < Vde_start + Red_Wide) || (v_cnt >= Vde_end - Red_Wide && v_cnt < Vde_end);
always  @(posedge clk or negedge rst_n)begin
    if(rst_n==1'b0)begin
        play_vga_r   <=      8'h0;
        play_vga_g   <=      8'h0;
        play_vga_b   <=      8'h0;
    end
    else if(valid_area)begin
        if(wall_area)begin
            play_vga_r   <=      8'hff;
            play_vga_g   <=      8'h00;
            play_vga_b   <=      8'h00;
        end
        else if(pixel_x[9:4] == apple_x && pixel_y[9:4] == apple_y)begin 
            play_vga_r   <=      8'hff;
            play_vga_g   <=      8'hff;
            play_vga_b   <=      8'h00;
        end
        else if(object == NONE)begin
                play_vga_r   <=      8'h00;
                play_vga_g   <=      8'h00;
                play_vga_b   <=      8'h00;
            end
        else if(object == HEAD || object == BODY)begin
            case({snake_x,snake_y})
                8'b0000_0000,8'b0000_1111,8'b1111_0000,8'b1111_11111:begin
                    play_vga_r   <=      8'h00;
                    play_vga_g   <=      8'h00;
                    play_vga_b   <=      8'h00;
                end    
                default:begin
                    if(object == HEAD)begin
                        play_vga_r   <=      8'h00;
                        play_vga_g   <=      8'hff;
                        play_vga_b   <=      8'h00;
                    end
                    else begin
                        play_vga_r   <=      8'h00;
                        play_vga_g   <=      8'hff;
                        play_vga_b   <=      8'hff;
                    end
                end
            endcase
        end
    end
    else begin
        play_vga_r   <=      8'h0;
        play_vga_g   <=      8'h0;
        play_vga_b   <=      8'h0;
    end
end
always  @(posedge clk or negedge rst_n)begin
    if(rst_n==1'b0)begin
        snake_x     <=      'd0;
        snake_y     <=      'd0;
    end
    else if(valid_area)begin
        snake_x     <=      pixel_x[3:0];
        snake_y     <=      pixel_y[3:0];
    end
end
endmodule
==> results.md <==
| Result | Value |
|:---|:---|
| Relative area change from synthesis to final layout | 18.7% |
| Antenna diodes | 0 |
| Sequential Power Share | 59.4% |
| Number of global-route vias before repair | 2061 |
| Number of sinks driven by the clock tree | 53 |
| WS Path Type | flip-flop to flip-flop |
| Detailed-router iteration count before antenna repair | 4 |
| Number of failing setup endpoints in the final timing report | 0 |
| Post-CTS setup buffer count | 0 |
| Nature of the critical path endpoint | flip-flop |
| Proportion of netlist area held by the largest area contributor | 44.3% |
| Number of instances resized during post-cts repair | 0 |
| Run status | complete, no violations |
| Leading cell types by count after synthesis | dfrtp_1 (53), nor2_1 (30), buf_4 (23) |
| Total DRC errors in the routed layout | 0 |
| R2R depth | 6 |
| Fp_density | 41.2% |
| Slew @ Worst Pin | 0.778 ns |
| Power after layout | 0.000974 W |
| Worst Setup Start Kind | flip-flop |
| First element of the critical path | v_cnt[0] |
| Switching Fraction | 24.0% |
| Number of register bits inferred by synthesis | 53 |
| Clock network latency to the later pin of the worst-skew pair | 0.32 ns |
| Static Leakage | 1.53 nW |
| Clock transition time at the flip-flop clock pins of the worst setup and hold paths | 0.11 ns |
| Number of logged tool warnings | 28 |
| Antenna Violating Nets Remaining | 0 |
| Site Rows | 31 |
| Overall die width | 88.5 µm |
| Number of cells produced by synthesis | 300 |
| # Cells Yosys | 300 |
| Leading register cell type out of synthesis | dfrtp_1 |
| Power share of the combinational group | 4.0% |
| Worst R2R Start | v_cnt[0] |
| Worst setup slack for register-to-register paths | 1.31 ns |
| Class of the tightest hold or removal check | primary input to asynchronous set/reset pin |
| Fraction of layout cells with a size suffix above 1 | 10.0% |
| Post-DP HPWL | 4430 µm |
| Power Dens Cells | 274 nW/µm² |
| Number of placed I/O pins | 61 |
| Number of vias per cell | 4.97 |
| Wire length of the first global-routing pass | 10200 µm |
| Routed via count | 2127 |
| Share of the clock period used by the worst path | 64.6% |
| Detailed Route WL | 6020 µm |
| Number of warning messages in the yosys log | 2 |
| Cell with the most instances after synthesis | dfrtp_1 |
| Quantity of hold-fixing buffers added after cts | 0 |
| Worst Skew | 0.00818 ns |
| Total routing usage reported by global routing | 17.2% |
| Highest-delay cell along the critical path | dfrtp_1 |
| Chip Height | 88.5 µm |
| Max FO, Critical Path | 28 |
| Crit path required time | 3.92 ns |
| Clk network pwr share | 36.5% |
| Number of max-slew violations in the final report | 0 |
| Gpl congestion | 0.857 |
| Setup TNS | 0 ns |
| Top cells by area, synth | dfrtp_1 (44%), buf_4 (5.8%), xor2_1 (4.7%), xnor2_1 (4.4%), nor2_1 (3.8%) |
| Clock root buffer | clkbuf_8 |
| Async set-or-reset flop fraction in the synthesized netlist | 100% |
| Port Buffers | 60 |
| Global route overflow | 0 |
| EDFF count, synth | 0 |
| Area of the core | 7250 µm² |
| Max-Cap Viols | 0 |
| Internal power | 0.000740 W |
| Synth Seq Share | 44.3% |
| Crit-path cells | ha_1 > o41ai_2 > a21oi_1 > a31o_2 > nand2_4 > mux2_2 |
| RR Endpoint | snake_y[0] |
| CTS tree | done |
| Critical path data arrival time | 2.61 ns |
| Iteration-0 DRC count of the detailed router | 84 |
| Final Hold Violating Endpoints | 0 |
| Number of different library cells in the post-synthesis netlist | 56 |
| Relative slew margins | 47.7% |
| Largest net degree at the start of global routing | 30 |
| Synthesized area divided by synthesized cell count | 9.97 µm² |
| Worst vdd ir | 0.126 mV |
| Delay of the slowest cell on the worst path | 0.49 ns |
| RSZ-0062 raised after global routing | false |
| Clock buffer depth | 2 |
| Routed wire per std cell | 14.1 µm |
| Number of buffers added by the clock tree synthesis step | 5 |
| Endpoint of the most critical setup path | snake_y[0] |
| Total standard cell area after synthesis | 2990 µm² |
| Initial antenna violation count | 0 |
| Maximum clock rate | 418 MHz |
| Chip area from the yosys synthesis statistics | 2990 µm² |
| Die area | 7830 µm² |
| Switching power total | 0.000234 W |
| H-tree level count | 2 |
| Minimum clock period after layout | 2.39 ns |
| Post-synth top area cell | dfrtp_1 |
[routing by layer]
metal  wire, µm  track usage [%]  share of wire, %  vias to the layer above
met1       3050             28.9                51                      992
met4         63             1.47               1.0                        0
met2       2640             25.6                44                       53
met3        261             2.37               4.3                        7
li1           -                -                 -                     1075
met5          0                0                 0                        -
[how the worst min path moves through the flow]
| stage | from | to | slack (ns) | depth (start not counted) |
|---|---|---|---|---|
| after CTS | rst_n | vsync | 0.44 | 1 |
| after global routing | rst_n | vsync | 0.45 | 1 |
| final | rst_n | vsync | 0.41 | 1 |
[flip-flops by register name, indices dropped and copies added (netlist names)]
signal	flops
pixel_x	10
pixel_y	10
play_vga_r	1
hsync	1
vsync	1
play_vga_g	1
play_vga_b	1
h_cnt	10
snake_x	4
snake_y	4
v_cnt	10
[power by group through the flow]
stage / Combinational [W] / Clock, W / Sequential (W)
CTS: 0.0000410 / 0.000370 / 0.000579
global route: 0.0000451 / 0.000393 / 0.000579
finish: 0.0000392 / 0.000356 / 0.000579
[per-stage QoR]
step / std cells / setup slack [ns] / util (%) / hold slack, ns / instance area, µm²
after global placement: 420 / 1.39 / 47.6 / 0.496 / 3450
after detailed placement: 420 / 1.35 / 47.6 / 0.491 / 3450
final: 428 / 1.31 / 49.0 / 0.408 / 3550
after CTS: 428 / 1.34 / 49.0 / 0.437 / 3550
after floorplan: 300 / 1.74 / - / 0.442 / 2990
after global routing: 428 / 1.16 / 49.0 / 0.448 / 3550
[placed cells by master, fill, tap and decap left out, types with 5 or more instances in the layout]
cell and instances:
ha_1 7, a21oi_1 8, nor3_1 9, clkbuf_8 5
nand3_1 6, nand4_1 8, xnor2_1 15, clkdlybuf4s50_1 59
and3_1 6, dfrtp_1 53, xor2_1 16, nor4_1 5
nand2_1 22, inv_1 7, mux2_2 8, nor2_1 30
o21ai_0 10
[critical path, delay by kind of cell, from the launching register on]
| family | cells | cell delay (ns) |
|---|---|---|
| adders and majority gates | 1 | 0.32 |
| AOI/OAI and AO/OA | 3 | 0.81 |
| DFF | 1 | 0.49 |
| muxes | 1 | 0.38 |
| and+or+nand+nor | 1 | 0.27 |
[layout make-up]
| class | count | area (µm²) |
|---|---|---|
| Tap cell | 99 | 124 |
| Multi-Input combinational cell | 200 | 1370 |
| Clock buffer | 5 | 68.8 |
| Sequential cell | 53 | 1330 |
| Clock inverter | 3 | 28.8 |
| Inverter | 7 | 26.3 |
| Fill cell | 671 | 3700 |
| Timing Repair Buffer | 61 | 603 |
[kinds of logic after synthesis]
family / after synthesis / synth area share [%]
AND/OR/NAND/NOR: 113 / 21.5
flip-flops: 53 / 44.3
buffers and inverters: 47 / 9.74
AND-OR/OR-AND: 40 / 9.03
XOR/XNOR: 31 / 9.08
multiplexers: 9 / 3.35
adder cells (fa/ha/maj): 7 / 2.93
Power figures rest on the tool's default switching activity, not on a simulated workload.
