==> design/flow/design.v <==
module  debounce(
        input                   clk                     ,
        input                   rst_n                   ,
        input                   key_in                  ,
        output  wire            key_out 
);
parameter   TIME_20MS   =       500_000                         ; 
reg     [ 1: 0]                 key_r                           ;
reg     [18: 0]                 cnt                             ;
wire                            add_cnt                         ;
wire                            end_cnt                         ;
wire                            flag_20ms                       ;
reg                             flag_20ms_r                     ; 
always  @(posedge clk or negedge rst_n)begin
    if(rst_n==1'b0)begin
        key_r   <=      'd0;
    end
    else begin
        key_r   <=      {key_r[0],key_in};
    end
end
always @(posedge clk or negedge rst_n)begin
    if(!rst_n)begin
        cnt <= 0;
    end
    else if(add_cnt)begin
        if(end_cnt)
            cnt <= cnt; 
        else
            cnt <= cnt + 1'b1;
    end
    else
        cnt <= 0;
end
assign add_cnt      =       key_r[1] == 0;       
assign end_cnt      =       add_cnt && cnt== TIME_20MS-1;   
assign flag_20ms    =       end_cnt;
always  @(posedge clk or negedge rst_n)begin
    if(rst_n==1'b0)begin
        flag_20ms_r     <=      0;
    end
    else begin
        flag_20ms_r     <=      flag_20ms;
    end
end
assign key_out  =   flag_20ms & (!flag_20ms_r);
endmodule
module  key(
        input                   clk                     ,
        input                   rst_n                   ,
        input                   key3                    ,
        input                   key2                    ,
        input                   key1                    ,
        input                   key0                    ,
        output  wire            key_left                ,
        output  wire            key_right               ,
        output  wire            key_up                  ,
        output  wire            key_down 
);
debounce    debounce_left_inst(
        .clk                    (clk                    ),
        .rst_n                  (rst_n                  ),
        .key_in                 (key3                   ),
        .key_out                (key_left               )
);
debounce    debounce_right_inst(
        .clk                    (clk                    ),
        .rst_n                  (rst_n                  ),
        .key_in                 (key2                   ),
        .key_out                (key_right              )
);
debounce    debounce_up_inst(
        .clk                    (clk                    ),
        .rst_n                  (rst_n                  ),
        .key_in                 (key1                   ),
        .key_out                (key_up                 )
);
debounce    debounce_down_inst(
        .clk                    (clk                    ),
        .rst_n                  (rst_n                  ),
        .key_in                 (key0                   ),
        .key_out                (key_down               )
);
endmodule
==> design/flow/run.sh <==
#!/bin/bash
# OpenROAD 26Q1-2900-gdf79404cd8, Yosys 0.63+post, stock flow scripts
make -C /OpenROAD-flow-scripts/flow DESIGN_CONFIG=/design/flow/config.mk WORK_HOME=/design/flow/orfs finish
==> design/flow/config.mk <==
export PLATFORM = sky130hd
export DESIGN_NAME = key
export DESIGN_NICKNAME = key
export VERILOG_FILES = /design/flow/design.v
export SDC_FILE = /design/flow/constraint.sdc
export NUM_CORES = 4
export LEC_CHECK = 1
export CORE_UTILIZATION = 50
==> design/flow/constraint.sdc <==
current_design key

set clk_period 4.5
set clk_io_pct 0.2

create_clock -name clk0 -period $clk_period [get_ports {clk}]

set non_clock_inputs [all_inputs -no_clocks]
set_input_delay [expr $clk_period * $clk_io_pct] -clock clk0 $non_clock_inputs
set_output_delay [expr $clk_period * $clk_io_pct] -clock clk0 [all_outputs]
==> impl_metrics.toml <==
# synthesis and place-and-route metrics
[outcome]
status = "finished, final reports clean"

[synthesis]
avgSynthCellArea_um2 = 9.87
yosysWarningCount = 1
most_common_cell = "dfrtp_1"
ys_seq_elements = 88
ys_cells = 450
synth_area_um2 = 4440
yosysTopAreaCell = "dfrtp_1"
synth.distinct_cells = 38
flop_cell = "dfrtp_1"
synthCells = 450
yosysChipArea_um2 = 4440
top_cell_area_share = 0.496
ys_top_cells_by_count = "dfrtp_1 (88), nor2_1 (50), nand3_1 (31)"
async_flop_share = 1.00
synth-edff-count = 0
synth_sequential_area_ratio = 0.496
area_leaders = "dfrtp_1 (50%), nor2_1 (4.2%), xor2_1 (4.1%)"

[drt]
remaining_drc_errors = 0
vias_per_cell = 5.78
wirelength_um = 8040
num_antenna_cells = 0
ant_nets = 0
routedWlPerCell_um = 14.1
first_pass_iters = 4
vias = 3289
drtIter0Drc = 95

[floorplanning]
fp_util = 0.512
ioPinCount = 10
die_w_um = 96.2
die_h_um = 96.2
core-area_um2 = 8680
die_area_um2 = 9260
num_rows = 34

[worst_setup_path]
cp_slowest_cell = "or4b_1"
crit_fanout = 10
crit_buf_inv = 1
cpLargestDelayFamily = "simple AND/OR/NAND/NOR gates"
required_ns = 3.60
critPathArrivalTime_ns = 2.76
crit_type = "flop to output port"
cp_cell_sequence = "or4b_1, nor4_4, nand2_1, nor3_1, clkdlybuf4s50_1"
crit_path_end_kind = "output port"
max_stage_delay_ns = 0.60
start_kind = "flop"

[pwr]
p_leak_nw = 1.99
pwr_density_cell_nw_per_um2 = 290
peakVddDrop_mv = 0.158
total_power_mw = 1.39

[global_routing]
grt_usage = 0.195
grt_pass1_wl_um = 13700
antenna_found_initial = 0
grt_pass1_vias = 2986
gr-total-overflow = 0
grt_max_degree = 49

[cts]
post_cts_resized = 0
clock-root-buffer = "clkbuf_8"
ctsHoldBuffers = 0
htree_levels = 3
cts_tree = "done"
clock_sinks = 88
post-cts-setup-buffers = 0
cts_made_buffers = 9
cts.clk_slew.worst_paths_ns = 0.08
clock_latency_ns = 0.35
cts_buffer_depth = 2

[final_timing]
hold_violations = 0
min_period_ns = 3.66
max_clock_freq_mhz = 273
setup_tns_ns = 0
skew_ns = 0.00996
maxSlewViolCount = 0
rsz0062_at_grt = "false"
finalCritPeriodShare = 0.813
worstMarginPinSlew_ns = 0.773
setup_viol = 0
slew_headroom = 0.485

[run]
drv_cap = 0
warnings = 29

[finish]
layout-drive-gt1-share = 0.0672
syn2layout_area_growth_pct = 8.34

[placed_design]
hpwlAfterDp_um = 5250
numPortBuffers = 9
globalplace.congestion = 0.833

[min_path]
hp-class = "flop to flop"
area by class of cell:
cell class / count / area [um2]
inverter: 5 / 18.8
multi-input combinational: 341 / 2160
fill: 789 / 3870
sequential: 88 / 2200
clock inverter: 3 / 25.0
clock buffer: 13 / 169
tap: 108 / 135
timing repair buffer: 11 / 103
placed cells by master, fill, tap and decap left out, types with 10 or more instances in the layout:
master / n
dfrtp_1: 88
nor4_1: 12
or3_1: 13
o21ai_0: 18
a21oi_1: 27
and3_1: 10
xor2_1: 21
nor3_1: 14
xnor2_1: 11
nand4_1: 22
and4_1: 12
or4_1: 11
nor2_1: 50
nand2_1: 22
nand3_1: 31
clkbuf_8: 12
mux2_2: 10
nor2b_1: 12
flip-flops by register name, indices dropped and copies added (netlist names):
| name | cells |
|---|---|
| debounce_down_inst.cnt | 19 |
| debounce_left_inst.cnt | 19 |
| debounce_right_inst.cnt | 19 |
| debounce_up_inst.cnt | 19 |
| debounce_down_inst.key_r | 2 |
| debounce_left_inst.key_r | 2 |
| debounce_right_inst.key_r | 2 |
| debounce_up_inst.key_r | 2 |
| debounce_down_inst.flag_20ms_r | 1 |
| debounce_left_inst.flag_20ms_r | 1 |
| debounce_right_inst.flag_20ms_r | 1 |
| debounce_up_inst.flag_20ms_r | 1 |
stage by stage:
| stage | instances | hold slack, ns | cell area [um2] | utilization | setup WS, ns |
|---|---|---|---|---|---|
| after global routing | 569 | 0.365 | 4810 | 0.554 | 0.597 |
| after floorplan | 450 | 0.331 | 4440 | - | 1.94 |
| after detailed placement | 553 | 0.335 | 4620 | 0.532 | 1.22 |
| after global placement | 553 | 0.331 | 4620 | 0.532 | 1.28 |
| final | 569 | 0.347 | 4810 | 0.554 | 0.842 |
| after CTS | 569 | 0.347 | 4810 | 0.554 | 0.817 |
power breakdown:
| part | leakage, nW | internal [mW] | switching [mW] |
|---|---|---|---|
| clock network | 0.0958 | 0.248 | 0.272 |
| registers | 1.20 | 0.802 | 0.0230 |
| logic | 0.692 | 0.0177 | 0.0301 |
| total | 1.99 | 1.07 | 0.325 |
worst paths after layout:
check | startpoint | slack (ns) | end | cells past startpoint
min in group asynchronous | rst_n | 0.51 | debounce_left_inst.cnt[3] | 1
min | debounce_up_inst.key_r[0] | 0.35 | debounce_up_inst.key_r[1] | 0
min reg2reg | debounce_up_inst.key_r[0] | 0.35 | debounce_up_inst.key_r[1] | 0
max in group asynchronous | rst_n | 3.00 | debounce_right_inst.cnt[12] | 2
max | debounce_down_inst.cnt[5] | 0.84 | key_down | 5
max reg2reg | debounce_down_inst.cnt[5] | 2.33 | debounce_down_inst.cnt[5] | 4
routing by layer:
layer  vias to the layer above  global-route usage  share of wire
li1                       1670                   -              -
met1                      1580               0.317           0.52
met2                        35               0.292           0.44
met3                         4              0.0410          0.033
met4                         0              0.0149         0.0071
met5                         -                   0              0
cells by family after synthesis:
group / share of synthesized area
DFF: 0.496
adders and majority gates: 0.0225
and+or+nand+nor: 0.282
AOI/OAI and AO/OA: 0.0854
muxes: 0.0330
xor gates and xnor gates: 0.0631
buffers and inverters: 0.0180
Power and IR drop assume default switching activity.
