$ cat design.v
module  snake_ctrl(
        input                   clk                     ,
        input                   rst_n                   ,
        input                   key_left                ,
        input                   key_right               ,
        input                   key_up                  ,
        input                   key_down                ,
        input         [ 9: 0]   pixel_x                 ,
        input         [ 9: 0]   pixel_y                 ,
        input         [ 2: 0]   game_status             ,
        input                   body_add_sig            ,
        output  wire  [ 5: 0]   head_x                  ,
        output  wire  [ 4: 0]   head_y                  ,
        output  reg             hit_body                ,
        output  reg             hit_wall                ,
        output  reg   [ 1: 0]   object 
);
parameter   TIME_250MS  =       6_250_000                       ;
localparam  PLAY    =           3'b010                          ;
parameter   IDLE        =       3'd0                            ; 
parameter   LETF        =       3'd1                            ;
parameter   RIGHT       =       3'd2                            ;
parameter   UP          =       3'd3                            ;
parameter   DOWN        =       3'd4                            ;
reg     [ 2: 0]                 status_c                        ;
reg     [ 2: 0]                 status_n                        ;
parameter   NONE        =       2'b00                           ;
parameter   HEAD        =       2'b01                           ;
parameter   BODY        =       2'b10                           ; 
wire    [ 5: 0]                 block_x                         ;
wire    [ 5: 0]                 block_y                         ;
reg     [22: 0]                 cnt0                            ;
wire                            add_cnt0                        ;
wire                            end_cnt0                        ;
reg     [ 5: 0]                 body_x[15: 0]                   ;
reg     [ 4: 0]                 body_y[15: 0]                   ;
reg     [15: 0]                 snake_light                     ;
reg     [ 3: 0]                 body_num                        ; 
assign  head_x      =       body_x[0];
assign  head_y      =       body_y[0];
always @(posedge clk or negedge rst_n)begin
    if(!rst_n)begin
        cnt0 <= 0;
    end
    else if(add_cnt0)begin
        if(end_cnt0)
            cnt0 <= 0;
        else
            cnt0 <= cnt0 + 1'b1;
    end
end
assign add_cnt0     =       1'b1;       
assign end_cnt0     =       add_cnt0 && cnt0 == TIME_250MS;
parameter   D_RIGHT     =       3'd0                           ;
parameter   D_LEFT      =       3'd1                           ;
parameter   D_UP        =       3'd2                           ;
parameter   D_DOWN      =       3'd3                           ;
parameter   D_NONE      =       3'd4                           ;
reg     [ 2: 0]                 direct                          ; 
always  @(posedge clk or negedge rst_n)begin
    if(rst_n==1'b0)begin
        direct  <=  D_NONE;
    end
    else if(key_left)begin
        direct  <=  D_LEFT;
    end
    else if(key_right)begin
        direct  <=  D_RIGHT;
    end
    else if(key_up)begin
        direct  <=  D_UP;
    end
    else if(key_down)begin
        direct  <=  D_DOWN;
    end
    else 
        direct  <=  D_NONE;
end
always@(posedge clk or negedge rst_n)begin
    if(!rst_n)begin
        status_c <= IDLE;
    end
    else begin
        status_c <= status_n;
    end
end
always@(*)begin
    if(game_status == PLAY)
        case(status_c)
            IDLE:begin 
                if(direct == D_UP)begin
                    status_n = UP;
                end
                else if(direct == D_DOWN)begin
                    status_n = DOWN;
                end
                else if(direct == D_RIGHT)begin
                    status_n = RIGHT;
                end
                else begin
                    status_n = status_c;
                end
            end
            RIGHT:begin
                if(direct == D_UP)begin
                    status_n = UP;
                end
                else if(direct == D_DOWN)begin
                    status_n = DOWN;
                end
                else begin
                    status_n = status_c;
                end
            end
            LETF:begin
                if(direct == D_UP)begin
                    status_n = UP;
                end
                else if(direct == D_DOWN)begin
                    status_n = DOWN;
                end
                else begin
                    status_n = status_c;
                end
            end
            UP:begin
                if(direct == D_RIGHT)begin
                    status_n = RIGHT;
                end
                else if(direct == D_LEFT)begin
                    status_n = LETF;
                end
                else begin
                    status_n = status_c;
                end
            end
            DOWN:begin
                if(direct == D_RIGHT)begin
                    status_n = RIGHT;
                end
                else if(direct == D_LEFT)begin
                    status_n = LETF;
                end
                else begin
                    status_n = status_c;
                end
            end
            default:begin
                status_n = IDLE;
            end
        endcase
    else
        status_n    <=      IDLE;
end
always  @(posedge clk or negedge rst_n)begin
    if(rst_n==1'b0)begin
        hit_wall    <=      1'b0;
    end
    else if(game_status == PLAY)begin
        case(status_c)
            UP:if(body_y[0] == 5'd0)
                    hit_wall    <=      1'b1;
                else
                    hit_wall    <=      1'b0;
            DOWN:if(body_y[0] == 5'd29)
                    hit_wall    <=      1'b1;
                else
                    hit_wall    <=      1'b0;
            RIGHT:if(body_x[0] == 6'd39)
                    hit_wall    <=      1'b1;
                else
                    hit_wall    <=      1'b0;
            LETF:if(body_x[0] == 6'd0)
                    hit_wall    <=      1'b1;
                else
                    hit_wall    <=      1'b0;
            default:
                hit_wall    <=      1'b0;
        endcase
    end
    else
        hit_wall    <=      1'b0;
end
always  @(posedge clk or negedge rst_n)begin
    if(rst_n==1'b0)begin
        hit_body    <=      1'b0; 
    end
    else if((body_x[0] == body_x[ 1] && body_y[0] == body_y[ 1] && snake_light[ 1] == 1'b1)|
            (body_x[0] == body_x[ 2] && body_y[0] == body_y[ 2] && snake_light[ 2] == 1'b1)|
            (body_x[0] == body_x[ 3] && body_y[0] == body_y[ 3] && snake_light[ 3] == 1'b1)|
            (body_x[0] == body_x[ 4] && body_y[0] == body_y[ 4] && snake_light[ 4] == 1'b1)|
            (body_x[0] == body_x[ 5] && body_y[0] == body_y[ 5] && snake_light[ 5] == 1'b1)|
            (body_x[0] == body_x[ 6] && body_y[0] == body_y[ 6] && snake_light[ 6] == 1'b1)|
            (body_x[0] == body_x[ 7] && body_y[0] == body_y[ 7] && snake_light[ 7] == 1'b1)|
            (body_x[0] == body_x[ 8] && body_y[0] == body_y[ 8] && snake_light[ 8] == 1'b1)|
            (body_x[0] == body_x[ 9] && body_y[0] == body_y[ 9] && snake_light[ 9] == 1'b1)|
            (body_x[0] == body_x[10] && body_y[0] == body_y[10] && snake_light[10] == 1'b1)|
            (body_x[0] == body_x[11] && body_y[0] == body_y[11] && snake_light[11] == 1'b1)|
            (body_x[0] == body_x[12] && body_y[0] == body_y[12] && snake_light[12] == 1'b1)|
            (body_x[0] == body_x[13] && body_y[0] == body_y[13] && snake_light[13] == 1'b1)|
            (body_x[0] == body_x[14] && body_y[0] == body_y[14] && snake_light[14] == 1'b1)|
            (body_x[0] == body_x[15] && body_y[0] == body_y[15] && snake_light[15] == 1'b1)
            )begin
        hit_body    <=      1'b1;
    end
    else
        hit_body    <=      1'b0;
end
always  @(posedge clk or negedge rst_n)begin
    if(rst_n==1'b0)begin
        body_x[0]    <=      'd10;
        body_y[0]    <=      'd5;
    end
    else if(game_status == PLAY)begin
        case(status_c)
            UP:     if(end_cnt0)    
                        body_y[0]   <=  body_y[0] - 1'b1;
            DOWN:   if(end_cnt0)   
                        body_y[0]   <=  body_y[0] + 1'b1;
            RIGHT:  if(end_cnt0)
                        body_x[0]   <=  body_x[0] + 1'b1;
            LETF:   if(end_cnt0)
                        body_x[0]   <=  body_x[0] - 1'b1;            
            default:begin
                body_x[0]    <=      'd10;
                body_y[0]    <=      'd5;
            end
        endcase
    end
    else begin
        body_x[0]    <=      'd10;
        body_y[0]    <=      'd5;
    end
end
always  @(posedge clk or negedge rst_n)begin
    if(rst_n==1'b0)begin
        body_x[ 1]   <=      6'd9;
        body_y[ 1]   <=      5'd5;
        body_x[ 2]   <=      6'd8;
        body_y[ 2]   <=      5'd5;
        body_x[ 3]   <=      6'd0;
        body_y[ 3]   <=      5'd0;
        body_x[ 4]   <=      6'd0;
        body_y[ 4]   <=      5'd0;
        body_x[ 5]   <=      6'd0;
        body_y[ 5]   <=      5'd0;
        body_x[ 6]   <=      6'd0;
        body_y[ 6]   <=      5'd0;
        body_x[ 7]   <=      6'd0;
        body_y[ 7]   <=      5'd0;
        body_x[ 8]   <=      6'd0;
        body_y[ 8]   <=      5'd0;
        body_x[ 9]   <=      6'd0;
        body_y[ 9]   <=      5'd0;
        body_x[10]   <=      6'd0;
        body_y[10]   <=      5'd0;
        body_x[11]   <=      6'd0;
        body_y[11]   <=      5'd0;
        body_x[12]   <=      6'd0;
        body_y[12]   <=      5'd0;
        body_x[13]   <=      6'd0;
        body_y[13]   <=      5'd0;
        body_x[14]   <=      6'd0;
        body_y[14]   <=      5'd0;
        body_x[15]   <=      6'd0;
        body_y[15]   <=      5'd0;
    end
    else if(status_c != IDLE && end_cnt0 && game_status == PLAY)begin
        body_x[ 1]   <=      body_x[ 0];   
        body_y[ 1]   <=      body_y[ 0];
        body_x[ 2]   <=      body_x[ 1];
        body_y[ 2]   <=      body_y[ 1];
        body_x[ 3]   <=      body_x[ 2];
        body_y[ 3]   <=      body_y[ 2];
        body_x[ 4]   <=      body_x[ 3];
        body_y[ 4]   <=      body_y[ 3];
        body_x[ 5]   <=      body_x[ 4];
        body_y[ 5]   <=      body_y[ 4];
        body_x[ 6]   <=      body_x[ 5];
        body_y[ 6]   <=      body_y[ 5];
        body_x[ 7]   <=      body_x[ 6];
        body_y[ 7]   <=      body_y[ 6];
        body_x[ 8]   <=      body_x[ 7];
        body_y[ 8]   <=      body_y[ 7];
        body_x[ 9]   <=      body_x[ 8];
        body_y[ 9]   <=      body_y[ 8];
        body_x[10]   <=      body_x[ 9];
        body_y[10]   <=      body_y[ 9];
        body_x[11]   <=      body_x[10];
        body_y[11]   <=      body_y[10];
        body_x[12]   <=      body_x[11];
        body_y[12]   <=      body_y[11];
        body_x[13]   <=      body_x[12];
        body_y[13]   <=      body_y[12];
        body_x[14]   <=      body_x[13];
        body_y[14]   <=      body_y[13];
        body_x[15]   <=      body_x[14];
        body_y[15]   <=      body_y[14];
    end
    else if(game_status != PLAY)begin
        body_x[ 1]   <=      6'd9;
        body_y[ 1]   <=      5'd5;
        body_x[ 2]   <=      6'd8;
        body_y[ 2]   <=      5'd5;
        body_x[ 3]   <=      6'd0;
        body_y[ 3]   <=      5'd0;
        body_x[ 4]   <=      6'd0;
        body_y[ 4]   <=      5'd0;
        body_x[ 5]   <=      6'd0;
        body_y[ 5]   <=      5'd0;
        body_x[ 6]   <=      6'd0;
        body_y[ 6]   <=      5'd0;
        body_x[ 7]   <=      6'd0;
        body_y[ 7]   <=      5'd0;
        body_x[ 8]   <=      6'd0;
        body_y[ 8]   <=      5'd0;
        body_x[ 9]   <=      6'd0;
        body_y[ 9]   <=      5'd0;
        body_x[10]   <=      6'd0;
        body_y[10]   <=      5'd0;
        body_x[11]   <=      6'd0;
        body_y[11]   <=      5'd0;
        body_x[12]   <=      6'd0;
        body_y[12]   <=      5'd0;
        body_x[13]   <=      6'd0;
        body_y[13]   <=      5'd0;
        body_x[14]   <=      6'd0;
        body_y[14]   <=      5'd0;
        body_x[15]   <=      6'd0;
        body_y[15]   <=      5'd0;
    end
end
always  @(posedge clk or negedge rst_n)begin
    if(rst_n==1'b0)begin
        snake_light             <=  16'h0007;
    end
    else if(body_add_sig && game_status == PLAY)begin
        snake_light[body_num]   <=  1'b1;
    end
    else if(game_status != PLAY)begin
        snake_light <=  16'h0007;
    end
end
always  @(posedge clk or negedge rst_n)begin
    if(rst_n==1'b0)begin
        body_num    <=      'd3;
    end
    else if(body_add_sig && game_status == PLAY)begin
        body_num    <=      body_num + 1'b1;
    end
    else if(game_status != PLAY)begin
        body_num    <=      'd3;
    end
end
assign  block_x    =       pixel_x[9:4];
assign  block_y    =       pixel_y[9:4];
always  @(posedge clk or negedge rst_n)begin
    if(rst_n==1'b0)begin
        object  <=  NONE;
    end
    else if(block_x == body_x[0] && block_y == body_y[0] && snake_light[0] == 1'b1)begin
        object  <=  HEAD;
    end
    else if((block_x == body_x[ 1] && block_y == body_y[ 1] && snake_light[ 1] == 1'b1)|
            (block_x == body_x[ 2] && block_y == body_y[ 2] && snake_light[ 2] == 1'b1)|
            (block_x == body_x[ 3] && block_y == body_y[ 3] && snake_light[ 3] == 1'b1)|
            (block_x == body_x[ 4] && block_y == body_y[ 4] && snake_light[ 4] == 1'b1)|
            (block_x == body_x[ 5] && block_y == body_y[ 5] && snake_light[ 5] == 1'b1)|
            (block_x == body_x[ 6] && block_y == body_y[ 6] && snake_light[ 6] == 1'b1)|
            (block_x == body_x[ 7] && block_y == body_y[ 7] && snake_light[ 7] == 1'b1)|
            (block_x == body_x[ 8] && block_y == body_y[ 8] && snake_light[ 8] == 1'b1)|
            (block_x == body_x[ 9] && block_y == body_y[ 9] && snake_light[ 9] == 1'b1)|
            (block_x == body_x[10] && block_y == body_y[10] && snake_light[10] == 1'b1)|
            (block_x == body_x[11] && block_y == body_y[11] && snake_light[11] == 1'b1)|
            (block_x == body_x[12] && block_y == body_y[12] && snake_light[12] == 1'b1)|
            (block_x == body_x[13] && block_y == body_y[13] && snake_light[13] == 1'b1)|
            (block_x == body_x[14] && block_y == body_y[14] && snake_light[14] == 1'b1)|
            (block_x == body_x[15] && block_y == body_y[15] && snake_light[15] == 1'b1)
            )begin
        object  <=  BODY;
    end
    else begin
        object  <=  NONE;
    end
end
endmodule
$ cat run.sh
#!/bin/bash
# OpenROAD 26Q1-2900-gdf79404cd8, Yosys 0.63+post, stock flow scripts
make -C /OpenROAD-flow-scripts/flow DESIGN_CONFIG=/design/flow/config.mk WORK_HOME=/design/flow/orfs finish
$ cat config.mk
export PLATFORM = sky130hd
export DESIGN_NAME = snake_ctrl
export DESIGN_NICKNAME = snake_ctrl
export VERILOG_FILES = /design/flow/design.v
export SDC_FILE = /design/flow/constraint.sdc
export NUM_CORES = 4
export LEC_CHECK = 1
export CORE_UTILIZATION = 40
$ cat constraint.sdc
current_design snake_ctrl

set clk_period 9.9
set clk_io_pct 0.2

create_clock -name clk0 -period $clk_period [get_ports {clk}]

set non_clock_inputs [all_inputs -no_clocks]
set_input_delay [expr $clk_period * $clk_io_pct] -clock clk0 $non_clock_inputs
set_output_delay [expr $clk_period * $clk_io_pct] -clock clk0 [all_outputs]
==> run notes <==
fresh numbers from the pnr run: clk root buf=clkbuf_16, Inst Count DP=1663, Hold WC Path Type=register to register, clk buf depth=3, Cell Type Count=51, largest net degree at the start of global routing=159, post-synth top area share=0.407, R2R depth=7, FILL cells=2915, Post-CTS Resized=0, CP startpoint kind=input port, Iter 0 DRT Violations=731, relative slew slack=0.360, sequential share of the synthesized area=0.439, Post-synth ARST share=1.00, RR Endpoint=body_y[5][2]$_DFFE_PN0P_, Critical path buffers and inverters=2, fin util=0.461, Clock transition at path regs=60 ps, row count=66, critical path's top delay family=buffers and inverters, via count=9768, flip-flops with a built-in enable=0, worst reg2reg setup slack=6460 ps, initial antenna violation count=0, area of the mapped netlist=0.0132 mm², VDD IR max=160 µV, syn avg cell area=10.6 µm², status=completed, Tot GR Track Use=0.240, Levels on crit path=5, Critical path origin=game_status[1], actual slew at the worst max-slew pin=960 ps, max capacitance violation total=0, number of global-route vias before repair=9799, Tool Warnings=41, Latency at later pin=550 ps, critical path class=input port to register, fin crit period=3910 ps, TritonCTS clock tree=done, Pwr Total=0.00215 W, synthesis-to-finish area growth=13.6%, Commonest cells post-synth=xnor2_1, dfrtp_1, a22o_1, end point of the critical path=body_x[15][3]$_DFFE_PN0P_, yosys stat cell total=1247, synthesized instance count=1247, vias per cell=5.70, die extent in y=183 µm, htree depth=1, Setup TNS=0 ps, Setup Buffers After CTS=0, Pre-antenna DRT Iters=5, CP Capture Type=register, CP cell instances=clkdlybuf4s50_1, or3b_2, a21oi_4, buf_12, a22o_1, DRC=0, R2R Path Start=cnt0[7]$_DFF_PN0_, yosys warns=3, unrepaired setup endpoints after global routing=no, cts bufs inserted=27, ratio of cells with drive above 1 in the final layout=0.0826, Static Leak=6.06 nW, Cell area leaders=dfrtp_1, xnor2_1, a22o_1, Antenna Cells=0, chip area=0.0336 mm², Die W=183 µm, Slew Viols, Final=0, Core ar.=0.0325 mm², clk_skew=13.8 ps, Hold WS=486 ps, top-count cell post-synth=xnor2_1, yosys stat area=0.0132 mm², ys flops=230, WL final=37500 µm, Top Ports=45, RePlAce Congestion=0.879, FP Util=0.405, final hold viol count=0, first-pass GRT wire length=59500 µm, post-route ant nets=0, WHS Path Cells=1, dpl hpwl=22600 µm, Worst EP arrival=4390 ps, period utilisation layout=0.395, ys flop type=dfrtp_1, Setup Viol. Count Final=0, WL/cell=21.9 µm, power density cells=144 mW/mm², Crit-path slowest cell=or3b_2, dominant cell type by area after synthesis=dfrtp_1, TritonCTS Sinks=230, grt total ovfl=0, fmax=256 MHz, Post-Layout Cell Count=1713, Max FO, Critical Path=158, number of port buffers=36, WP data required=10380 ps, slowest stage delay, CP=700 ps, CTS Hold Buffers Added=0
cells by family after synthesis:
kind of cell               count (synthesis)  synth area share
DFF                                      230             0.439
AOI/OAI and AO/OA                        234             0.144
buffers and inverters                    114            0.0345
muxes                                      2           0.00162
xor gates and xnor gates                 376             0.250
adders and majority gates                 15            0.0154
and+or+nand+nor                          276             0.115
worst reg2reg max path, cell delays in order, from the launching register on:
cell and delay, ps:
dfrtp_1 430, or4_1 540, or4_4 530, nor2_1 590
nand2_1 230, nor2_4 160, buf_12 500, a22o_1 390
routing by layer:
metal / part of all wire / vias up / global-route usage
met4: 0.041 / 0 / 0.0770
met5: 0 / - / 0
met2: 0.45 / 357 / 0.362
li1: - / 4455 / -
met1: 0.43 / 4844 / 0.348
met3: 0.075 / 112 / 0.0587
placed cells by master (no fill, tap or decap), types with 4 or more instances in the layout:
master and instances:
a21o_1 6, nor2b_1 4, o21ai_0 11, clkinv_2 9
dfstp_2 16, nor3_1 26, nand4_1 78, o22a_1 5
bufinv_16 6, nand3_1 19, a22o_1 160, or4_1 6
a2bb2oi_1 4, nor3b_1 14, and2_1 4, a21oi_1 15
ha_1 13, clkdlybuf4s50_1 35, o22ai_1 4, o211ai_1 7
nor4_1 27, o21ai_1 5, buf_4 28, clkbuf_16 27
nor2_1 46, inv_1 22, dfrtp_1 214, xnor2_1 270
xor2_1 106, nand2_1 34
worst min path at each step:
stage	from	to	slack, ps
6_report	cnt0[5]$_DFF_PN0_	cnt0[5]$_DFF_PN0_	490
5_1_grt	cnt0[5]$_DFF_PN0_	cnt0[5]$_DFF_PN0_	500
4_1_cts	cnt0[5]$_DFF_PN0_	cnt0[5]$_DFF_PN0_	490
final cells by class:
class	instances	area, µm²	area share
well taps	442	553	0.0370
clock inverters	18	249	0.0167
repair buffers	66	616	0.0412
multi-input cells	903	6950	0.465
inverters	22	82.6	0.00552
flip-flops and latches	230	5780	0.386
clock buffers	32	724	0.0484
registers in the layout, indices dropped and copies added (netlist names), 2 cells and up:
signal	flops
snake_light	16
body_num	4
body_x	96
object	2
body_y	80
status_c	3
cnt0	23
direct	4
power by group:
group	internal [W]	switching, W
clock network	0.000677	0.000409
logic	0.0000384	0.0000790
registers	0.000942	0.00000243
metrics by stage:
stage	setup WS, ps	area, µm²
3_3_place_gp	5600	14000
2_1_floorplan	6270	13200
6_report	5990	15000
5_1_grt	6020	15000
3_5_place_dp	5570	14000
4_1_cts	6150	15000
Power is estimated from default activity; no workload was simulated.
